<file path="flow/design.v">
package lc3b_types;
typedef logic [15:0] lc3b_word;
typedef logic  [7:0] lc3b_byte;
typedef logic  [8:0] lc3b_offset9;
typedef logic  [5:0] lc3b_offset6;
typedef logic [10:0] lc3b_offset11;
typedef logic [7:0] lc3b_trapvect8;
typedef logic [4:0] lc3b_imm5;
typedef logic [3:0] lc3b_imm4;
typedef logic lc3b_distinguishbit;
typedef logic  [2:0] lc3b_reg;
typedef logic  [2:0] lc3b_nzp;
typedef logic  [1:0] lc3b_mem_wmask;
typedef logic  [8:0] lc3b_c_tag;
typedef logic  [2:0] lc3b_c_index;
typedef logic  [2:0] lc3b_c_offset;
typedef logic [127:0] lc3b_memband;
typedef enum bit [3:0] {
    op_add  = 4'b0001,
    op_and  = 4'b0101,
    op_br   = 4'b0000,
    op_jmp  = 4'b1100,    
    op_jsr  = 4'b0100,    
    op_ldb  = 4'b0010,
    op_ldi  = 4'b1010,
    op_ldr  = 4'b0110,
    op_lea  = 4'b1110,
    op_not  = 4'b1001,
    op_rti  = 4'b1000,
    op_shf  = 4'b1101,
    op_stb  = 4'b0011,
    op_sti  = 4'b1011,
    op_str  = 4'b0111,
    op_trap = 4'b1111
} lc3b_opcode;
typedef enum bit [3:0] {
    alu_add,
    alu_and,
    alu_not,
    alu_pass,
    alu_sll,
    alu_srl,
    alu_sra
} lc3b_aluop;
typedef struct packed {
	logic [3:0] opcode;
	lc3b_aluop aluop;
    logic load_cc;
	logic load_regfile;
    logic load_mdr;
    logic load_mar;
    logic mem_read;
    logic mem_write;
    logic destmux_sel; 
    logic storemux_sel;
    logic adjmux_sel; 
    logic [2:0] pcmux_sel;
    logic [2:0] alumux_sel;
    logic [2:0] regfilemux_sel;
    logic [1:0] mdrmux_sel;
    logic [1:0] marmux_sel;
	logic if_id_enable;
	logic id_ex_enable;
	logic ex_mem_enable;
	logic mem_wb_enable;
	logic in_branch;
	logic in_byte;
	logic in_indirect;
	logic in_sti;
	logic in_mem;
	logic in_ld;
	logic in_st;
	logic set_r7;
	logic in_lea;
	logic in_add_reg;
} lc3b_control_word;
endpackage : lc3b_types
import lc3b_types::*;
module outarray4 #(parameter width = 128)
(
    input clk,
    input write,
    input [1:0] index,
    input [width-1:0] datain,
    output logic [width-1:0] dataout,
	 output logic [width-1:0] data0,
	 output logic [width-1:0] data1,
	 output logic [width-1:0] data2,
	 output logic [width-1:0] data3
);
logic [width-1:0] data [3:0];
initial
begin
    for (int i = 0; i < $size(data); i++)
    begin
        data[i] = 1'b0;
    end
end
always_ff @(posedge clk)
begin
    if (write == 1)
    begin
        data[index] = datain;
    end
end
assign dataout = data[index];
assign data0 = data[0];
assign data1 = data[1];
assign data2 = data[2];
assign data3 = data[3];
endmodule : outarray4
</file>
<file path="flow/run.sh">
#!/bin/bash
# OpenROAD 26Q1-2900-gdf79404cd8, Yosys 0.63+post, stock flow scripts
make -C /OpenROAD-flow-scripts/flow DESIGN_CONFIG=/design/flow/config.mk WORK_HOME=/design/flow/orfs finish
</file>
<file path="flow/config.mk">
export PLATFORM = sky130hd
export DESIGN_NAME = outarray4
export DESIGN_NICKNAME = outarray4
export VERILOG_FILES = /design/flow/design.v
export SDC_FILE = /design/flow/constraint.sdc
export NUM_CORES = 4
export LEC_CHECK = 1
export CORE_AREA = 10 10 438 438
export DIE_AREA = 0 0 448 448
</file>
<file path="flow/constraint.sdc">
current_design outarray4

set clk_period 25.3
set clk_io_pct 0.2

create_clock -name clk0 -period $clk_period [get_ports {clk}]

set non_clock_inputs [all_inputs -no_clocks]
set_input_delay [expr $clk_period * $clk_io_pct] -clock clk0 $non_clock_inputs
set_output_delay [expr $clk_period * $clk_io_pct] -clock clk0 [all_outputs]
</file>
==> impl_metrics.env <==
# source this file to load flow results
export IMPL_yosys_cells=674
export IMPL_yosys_warnings=1
export IMPL_worstMarginPinSlew_ns=0.793
export IMPL_clkTransAtPathRegs_ns=0.07
export IMPL_grt_pass1_vias=12500
export IMPL_cts_htree_levels=2
export IMPL_grt_overflow=0
export IMPL_worstSetupStartpointType="primary input"
export IMPL_cts_repair_resized=0
export IMPL_fill_cells=19600
export IMPL_synthCells=674
export IMPL_max_freq_mhz=75.1
export IMPL_die_w_um=448
export IMPL_combGateArea_um2=2930
export IMPL_hold_class="in2reg"
export IMPL_vias=11300
export IMPL_grt_first_pass_wirelength_mm=119
export IMPL_ios=772
export IMPL_arrival_ns=8.26
export IMPL_cp_required_ns=20.24
export IMPL_rsz0062_at_grt="no"
export IMPL_dp_hpwl_mm=75.4
export IMPL_post_route_period_util=0.526
export IMPL_via_per_inst=2.88
export IMPL_area_delta_synth_final_pct=67.5
export IMPL_tns_ns=0
export IMPL_cts_num_sinks=512
export IMPL_relSlewSlack=0.471
export IMPL_routed_wl_mm=93.2
export IMPL_row_count=157
export IMPL_ant_nets=0
export IMPL_power_density_nw_per_um2=66.1
export IMPL_critical_path_class="in2out"
export IMPL_ys_types=8
export IMPL_slew_violations=0
export IMPL_crit_fanout=27
export IMPL_max_cap_violations=0
export IMPL_grt_max_degree=42
export IMPL_hold_violations=0
export IMPL_drive_gt1_frac=0.155
export IMPL_pre_cts_ws_ns=11.81
export IMPL_power_leakage_nw=9.54
export IMPL_drc_errors=0
export IMPL_syn_area_um2=18500
export IMPL_finalSetupViolations=0
export IMPL_warnings=25
export IMPL_ys_seq_frac=0.831
export IMPL_cts_tree="done"
export IMPL_peakVddDrop_uv=49.6
export IMPL_ys_flops=512
export IMPL_clockBufferDepth=3
export IMPL_wl_per_cell_um=23.7
export IMPL_antenna_found_initial=8
export IMPL_fp_util=0.101
export IMPL_seq_area_um2=15400
export IMPL_core_area_um2=183000
export IMPL_drt_iter0_drc=659
export IMPL_die_y_um=448
export IMPL_syn_area_per_cell_um2=27.4
export IMPL_cts_root_buf="clkbuf_16"
export IMPL_die_area_um2=201000
export IMPL_largest_register_ffs=512
export IMPL_cts_setup_buffers=0
export IMPL_grt_usage=0.0896
export IMPL_firstDrtPassIters=5
export IMPL_min_period_ns=13.32
export IMPL_routabilityCongestion=0.869
export IMPL_port_buffers=771
export IMPL_cts_hold_buf=0
export IMPL_ys_area_um2=18500
export IMPL_fin_ws_ns=11.98
export IMPL_crit_path_end_kind="primary output"
export IMPL_status="complete, no violations"
export IMPL_numCtsBuffers=56
power breakdown:
group          internal (mW)  switching, mW  total (mW)
Clock                  0.463          0.340       0.803
Sequential             0.981         0.0286        1.01
Combinational          0.141         0.0933       0.234
Total                   1.58          0.462        2.05
cells by family (layout without fill, tap and decap cells):
kind of cell	count (synthesis)	after routing	share of synthesized area
simple gates	4	4	0.00169
flops	512	512	0.831
other cells	0	3	0
mux	128	128	0.156
buf+inv	30	896	0.0112
through the flow:
step / util / hold slack (ns) / cells / power [mW] / cell area, um2
6_report: 0.170 / 5.06 / 3928 / 2.05 / 31000
5_1_grt: 0.170 / 5.02 / 3926 / 2.12 / 31000
4_1_cts: 0.170 / 4.98 / 3925 / 2.08 / 31000
3_5_place_dp: 0.160 / 5.70 / 3821 / 1.27 / 29200
3_3_place_gp: 0.160 / 5.68 / 3821 / 1.27 / 29200
2_1_floorplan: - / 5.16 / 674 / 1.06 / 18500
cell usage after synthesis, drive strengths merged:
master / instances / area [um2]
and3: 1 / 6.26
and3b: 2 / 17.5
buf: 25 / 188
clkbuf: 5 / 18.8
edfxtp: 512 / 15400
mux4: 128 / 2880
nor3b: 1 / 7.51
placed cells by master (no fill, tap or decap), drive strengths merged:
cell / count
diode: 3
clkbuf: 64
mux4: 128
clkdlybuf4s50: 769
and3b: 2
bufinv: 5
buf: 23
clkinv: 27
and3: 1
clkinvlp: 4
nor3b: 1
inv: 4
edfxtp: 512
worst paths after layout:
check | startpoint | to | slack (ns) | depth (start not counted)
worst max-delay path | index[0] | dataout[68] | 11.98 | 6
worst min-delay path | datain[58] | data[3][58]$_DFFE_PP_ | 5.06 | 1
layout make-up:
class                   count  share of cell area
repair buffers            792               0.254
multi-input cells         132              0.0946
clock inverters            40              0.0111
well taps                2385              0.0963
flip-flops and latches    512               0.496
clock buffers              64              0.0469
diodes                      3            0.000242
critical path: stages:
cell,delay (ns)
buf_8,0.26
buf_4,0.53
buf_4,0.51
buf_4,0.57
mux4_2,0.64
clkdlybuf4s50_1,0.50
routing by layer:
layer | up-vias | GRT usage | wire length, um
met5 | - | 0.000711 | 0
met4 | 0 | 0.0211 | 2330
met3 | 85 | 0.0416 | 8970
met2 | 586 | 0.160 | 50400
met1 | 6037 | 0.0958 | 31600
li1 | 4613 | - | -
Power figures rest on the tool's default switching activity, not on a simulated workload.
