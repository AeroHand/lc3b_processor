[flow/config.mk]
export PLATFORM = sky130hd
export DESIGN_NAME = cache_control2
export DESIGN_NICKNAME = cache_control2
export VERILOG_FILES = /design/flow/design.v
export SDC_FILE = /design/flow/constraint.sdc
export NUM_CORES = 4
export LEC_CHECK = 1
export CORE_AREA = 10 10 70 70
export DIE_AREA = 0 0 80 80
[flow/constraint.sdc]
current_design cache_control2

set clk_period 3.5
set clk_io_pct 0.2

create_clock -name clk0 -period $clk_period [get_ports {clk}]

set non_clock_inputs [all_inputs -no_clocks]
set_input_delay [expr $clk_period * $clk_io_pct] -clock clk0 $non_clock_inputs
set_output_delay [expr $clk_period * $clk_io_pct] -clock clk0 [all_outputs]
[flow/design.v]
package lc3b_types;
typedef logic [15:0] lc3b_word;
typedef logic  [7:0] lc3b_byte;
typedef logic  [8:0] lc3b_offset9;
typedef logic  [5:0] lc3b_offset6;
typedef logic [10:0] lc3b_offset11;
typedef logic [7:0] lc3b_trapvect8;
typedef logic [4:0] lc3b_imm5;
typedef logic [3:0] lc3b_imm4;
typedef logic lc3b_distinguishbit;
typedef logic  [2:0] lc3b_reg;
typedef logic  [2:0] lc3b_nzp;
typedef logic  [1:0] lc3b_mem_wmask;
typedef logic  [8:0] lc3b_c_tag;
typedef logic  [2:0] lc3b_c_index;
typedef logic  [2:0] lc3b_c_offset;
typedef logic [127:0] lc3b_memband;
typedef enum bit [3:0] {
    op_add  = 4'b0001,
    op_and  = 4'b0101,
    op_br   = 4'b0000,
    op_jmp  = 4'b1100,    
    op_jsr  = 4'b0100,    
    op_ldb  = 4'b0010,
    op_ldi  = 4'b1010,
    op_ldr  = 4'b0110,
    op_lea  = 4'b1110,
    op_not  = 4'b1001,
    op_rti  = 4'b1000,
    op_shf  = 4'b1101,
    op_stb  = 4'b0011,
    op_sti  = 4'b1011,
    op_str  = 4'b0111,
    op_trap = 4'b1111
} lc3b_opcode;
typedef enum bit [3:0] {
    alu_add,
    alu_and,
    alu_not,
    alu_pass,
    alu_sll,
    alu_srl,
    alu_sra
} lc3b_aluop;
typedef struct packed {
	logic [3:0] opcode;
	lc3b_aluop aluop;
    logic load_cc;
	logic load_regfile;
    logic load_mdr;
    logic load_mar;
    logic mem_read;
    logic mem_write;
    logic destmux_sel; 
    logic storemux_sel;
    logic adjmux_sel; 
    logic [2:0] pcmux_sel;
    logic [2:0] alumux_sel;
    logic [2:0] regfilemux_sel;
    logic [1:0] mdrmux_sel;
    logic [1:0] marmux_sel;
	logic if_id_enable;
	logic id_ex_enable;
	logic ex_mem_enable;
	logic mem_wb_enable;
	logic in_branch;
	logic in_byte;
	logic in_indirect;
	logic in_sti;
	logic in_mem;
	logic in_ld;
	logic in_st;
	logic set_r7;
	logic in_lea;
	logic in_add_reg;
} lc3b_control_word;
endpackage : lc3b_types
import lc3b_types::*;  
module cache_control2
(
	 input clk,
    input [1:0] lru_out,
	 input mem_read,
	 input mem_write,
	 input tag_match,
	 input valid,
	 input dirty,
	 input [1:0] whichtag,
	 output logic write0,
	 output logic write1,
	 output logic write2,
	 output logic write3,
	 output logic wdirty0,
	 output logic wdirty1,
	 output logic wdirty2,
	 output logic wdirty3,
	 output logic dirty0_val,
	 output logic dirty1_val,
	 output logic dirty2_val,
	 output logic dirty3_val,
	 output logic mem_resp,
	 output logic inrw1,
	 output logic inw1,
    input pmem_resp,
    output logic pmem_read,
    output logic pmem_write
);
enum int unsigned {
	 init,
	 check_line,
	 store_line,
	 get_line,
	 rw1
} state, next_state;
always_comb
begin : state_actions
	 write0 = 1'b0;
	 write1 = 1'b0;
	 write2 = 1'b0;
	 write3 = 1'b0;
	 wdirty0 = 1'b0;
	 wdirty1 = 1'b0;
	 wdirty2 = 1'b0;
	 wdirty3 = 1'b0;
	 dirty0_val = 1'b0;
	 dirty1_val = 1'b0;
	 dirty2_val = 1'b0;
	 dirty3_val = 1'b0;
	 pmem_read = 1'b0;
	 pmem_write = 1'b0;
	 mem_resp = 1'b0;
	 inrw1 = 1'b0;
	 inw1 = 1'b0;
	 case(state)
        check_line: begin
				if(tag_match && (mem_read || mem_write) && valid) begin
					mem_resp = 1;
					inrw1 = 1;
					if (mem_write) begin
						inw1 = 1;
						if(whichtag == 1) begin
							write1 = 1;
							wdirty1 = 1;
							dirty1_val = 1;
						end
						else if(whichtag == 2) begin
							write2 = 1;
							wdirty2 = 1;
							dirty2_val = 1;
						end
						else if(whichtag == 3) begin
							write3 = 1;
							wdirty3 = 1;
							dirty3_val = 1;
						end
						else begin
							write0 = 1;
							wdirty0 = 1;
							dirty0_val = 1;
						end
					end
				end
		  end
		  store_line: begin
				pmem_write = 1;
				if(lru_out == 1) begin
					wdirty1 = 1;
					dirty1_val = 0;
				end
				else if(lru_out == 2) begin
					wdirty2 = 1;
					dirty2_val = 0;
				end
				else if(lru_out == 3) begin
					wdirty3 = 1;
					dirty3_val = 0;
				end
				else begin
					wdirty0 = 1;
					dirty0_val = 0;
				end
		  end
		  get_line: begin
				pmem_read = 1;
				if(pmem_resp) begin
					if(lru_out == 1)
						write1 = 1;
					else if(lru_out == 2)
						write2 = 1;
					else if(lru_out == 3)
						write3 = 1;
					else
						write0 = 1;
				end
		  end
		  rw1: begin
				mem_resp = 1;
				inrw1 = 1;
				if (mem_write) begin
					inw1 = 1;
					if(whichtag == 1) begin
						write1 = 1;
						wdirty1 = 1;
						dirty1_val = 1;
					end
					else if(whichtag == 2) begin
						write2 = 1;
						wdirty2 = 1;
						dirty2_val = 1;
					end
					else if(whichtag == 3) begin
						write3 = 1;
						wdirty3 = 1;
						dirty3_val = 1;
					end
					else begin
						write0 = 1;
						wdirty0 = 1;
						dirty0_val = 1;
					end
				end
		  end
		  init:  ;
        default:  ;
    endcase
end
always_comb
begin : next_state_logic
	 next_state = state;
    case(state)
		  init: begin
				if(mem_read || mem_write)
					next_state = check_line;
		  end 
        check_line: begin
				if(tag_match && (mem_read || mem_write) && valid)
					next_state = init;
				else if(mem_read || mem_write) begin
					if (!dirty)
						next_state = get_line;
					else
						next_state = store_line;
				end
		  end
		  store_line: if (pmem_resp) next_state = get_line;
		  get_line: if (pmem_resp) next_state = rw1;
		  rw1: next_state = init;
        default: next_state = init;
    endcase
end
always_ff @(posedge clk)
begin: next_state_assignment
	 state <= next_state;
end
endmodule : cache_control2
[flow/run.sh]
#!/bin/bash
# OpenROAD 26Q1-2900-gdf79404cd8, Yosys 0.63+post, stock flow scripts
make -C /OpenROAD-flow-scripts/flow DESIGN_CONFIG=/design/flow/config.mk WORK_HOME=/design/flow/orfs finish
==> metrics.csv <==
metric,value,unit
post-cts-setup-buffers,0,
p_leak,0.3068,nW
setup_viol,0,
warnings,25,
routed_wl,1460,um
postSynthCellCount,49,
clock_sinks,3,
min_period_over_period,84.27,%
cp.arrival,2250,ps
area_growth,81.95,%
synth_flop_count,3,
dr_wl_met3,292,um
min_from,state[2]$_DFFE_PP_,
postCtsResizedCells,0,
worstReg2RegEnd,state[0]$_DFFE_PP_,
synth_warnings,1,
p_per_area,469.4,mW/mm^2
switchingPower,125.5,uW
largest_reg_flops,3,
fillers,377,
required,2800,ps
numCtsBuffers,3,
route.met2.wl,572,um
fp.dieH,80,um
maxCapViolations,0,
hold_depth,1,
startpoint_type,input pin,
io_pins,28,
status,finished clean,
largest-register,state,
met1_length,591,um
routedWlPerCell,11.68,um
clock_path_buffers,2,
globalplace.congestion,0.7236,
switching_share,34.73,%
holdWs,700.4,ps
setup_tns,0,ps
dp_hpwl,1206,um
vias_per_cell,3.720,
synth_cell_types,27,
cts_tree,built,
cts.clk_slew.worst_paths,40,ps
fin_cells,125,
top_layer_used,met4,
numPortBuffers,27,
grt_max_degree,11,
hold_path.class,flop to flop,
r2r_setup_slack,2230,ps
slew_violations,0,
p_int,235.8,uW
critPathLaunch,tag_match,
cts-root-buf,clkbuf_4,
top_regs,state: 3 flops,
p_clk_share,17.2,%
seq_power_share,27.2,%
dr.first_iter.drc_count,38,
initial_utilization,12.38,%
grt_util_all_layers,4.668,%
first_pass_iters,4,
globalRouteOverflowTotal,0,
irDropWorstVdd,0.0001691,V
clkLatencyLatePin,240,ps
worst_slew_pin_slew,278.0,ps
synth_seq_share,21.30,%
setup_slack,550.6,ps
n_antenna_cell,0,
antenna_left,0,
grt_setup_unrepaired,no,
fin_skew,1.089,ps
crit_path_end_kind,primary output,
timing.slew.headroom,81.43,%
vias,465,
row_count,21,
avgSynthCellArea,8.631,sq um
dp_cells,121,
htree_levels,1,
dp_slack,534.5,ps
post-route-min-period,2949,ps
dieArea,0.006400,sq mm
r2r_cells,2,
yosys_area,422.9,sq um
ys_cells,49,
drc_errors,0,
hold_viol_final,0,
hold_buffers,0,
cp_max_fo,5,
antenna_found_initial,0,
fmaxAchievable,339.1,MHz
min_to,state[0]$_DFFE_PP_,
grt_pass1_vias,490,
drive_gt1_share,16.46,%
path_class,input pin to primary output,
grt_pass1_wl,2325,um
r2r-start,state[1]$_DFFE_PP_,
netlist_area,422.9,sq um
core-area,0.003416,sq mm
die_w,80,um
comb_power_share,55.5,%
## area by class of cell
type / instances / area, sq um / share of cell area, %
clock buffer: 4 / 26.28 / 3.415
inverter: 7 / 26.28 / 3.415
multi-input combinational: 38 / 299.0 / 38.86
sequential: 3 / 90.09 / 11.71
tap: 46 / 57.56 / 7.480
timing repair buffer: 27 / 270.3 / 35.12
## cell families (layout without fill, tap and decap cells)
group | after synthesis | count (layout) | share of synthesized area, %
AND/OR/NAND/NOR | 21 | 21 | 34.32
AND-OR/OR-AND | 17 | 17 | 36.39
flip-flops | 3 | 3 | 21.30
buffers and inverters | 8 | 38 | 7.990
## metrics by stage
stage                     instance area (sq um)  util [%]  total power [mW]
final                                     769.5     22.53            0.3612
after floorplan                           422.9         -            0.1994
after global placement                    743.2     21.76            0.3014
after detailed placement                  743.2     21.76            0.3023
after CTS                                 769.5     22.53            0.3691
after global routing                      769.5     22.53            0.3976
## power by group through the flow
stage                 Sequential, mW  Combinational (mW)  Clock [mW]
after CTS                     0.0990               0.205      0.0647
final                         0.0984               0.201      0.0623
after global routing           0.105               0.225      0.0681
## cell usage in the layout, fill, tap and decap left out, drive strengths merged
cell type	count
o21bai	1
and3b	2
nor2	3
nand2	2
and4b	1
and2b	4
o211a	1
or2	1
or3	1
nand2b	3
o31ai	2
or2b	2
clkbuf	4
clkdlybuf4s50	27
o2111ai	4
nor2b	1
o21ai	7
a21oi	2
edfxtp	3
nor3	1
inv	7
## critical path, stage by stage
cell	delay, ps
clkdlybuf4s50_1	480
and4b_4	300
o2111ai_4	140
o31ai_1	90
clkdlybuf4s50_1	530
## routing by layer
metal  GRT usage [%]  vias to the layer above
li1                -                      236
met1           5.228                      205
met2           6.421                       22
met3           4.773                        2
met4          0.1761                        0
met5               0                        -
## Yosys cell counts
master | n | share of area [%]
inv_1 | 7 | 6.2
o21ai_1 | 4 | 4.7
edfxtp_1 | 3 | 21
nand2b_1 | 3 | 4.4
nor2_1 | 3 | 2.7
o2111ai_2 | 3 | 11
o21ai_0 | 3 | 3.5
a21oi_1 | 2 | 2.4
and2b_1 | 2 | 3.5
or2b_1 | 2 | 3.5
and2b_2 | 1 | 2.1
and2b_4 | 1 | 2.4
and3b_1 | 1 | 2.1
and3b_2 | 1 | 2.4
and4b_4 | 1 | 3.3
buf_4 | 1 | 1.8
nand2_1 | 1 | 0.89
nand2_2 | 1 | 1.5
nor2b_1 | 1 | 1.5
nor3_1 | 1 | 1.2
o2111ai_4 | 1 | 6.2
o211a_1 | 1 | 2.4
o21bai_1 | 1 | 1.8
o31ai_1 | 1 | 1.8
o31ai_2 | 1 | 3.0
or2_1 | 1 | 1.5
or3_1 | 1 | 1.5
## worst max path at each step
stage | endpoint | slack [ps]
finish | write0 | 550
global route | write2 | 450
CTS | write2 | 540
Power is estimated from default activity; no workload was simulated.
