==> design/flow/design.v <==
package lc3b_types;
typedef logic [15:0] lc3b_word;
typedef logic  [7:0] lc3b_byte;
typedef logic  [8:0] lc3b_offset9;
typedef logic  [5:0] lc3b_offset6;
typedef logic [10:0] lc3b_offset11;
typedef logic [7:0] lc3b_trapvect8;
typedef logic [4:0] lc3b_imm5;
typedef logic [3:0] lc3b_imm4;
typedef logic lc3b_distinguishbit;
typedef logic  [2:0] lc3b_reg;
typedef logic  [2:0] lc3b_nzp;
typedef logic  [1:0] lc3b_mem_wmask;
typedef logic  [8:0] lc3b_c_tag;
typedef logic  [2:0] lc3b_c_index;
typedef logic  [2:0] lc3b_c_offset;
typedef logic [127:0] lc3b_memband;
typedef enum bit [3:0] {
    op_add  = 4'b0001,
    op_and  = 4'b0101,
    op_br   = 4'b0000,
    op_jmp  = 4'b1100,    
    op_jsr  = 4'b0100,    
    op_ldb  = 4'b0010,
    op_ldi  = 4'b1010,
    op_ldr  = 4'b0110,
    op_lea  = 4'b1110,
    op_not  = 4'b1001,
    op_rti  = 4'b1000,
    op_shf  = 4'b1101,
    op_stb  = 4'b0011,
    op_sti  = 4'b1011,
    op_str  = 4'b0111,
    op_trap = 4'b1111
} lc3b_opcode;
typedef enum bit [3:0] {
    alu_add,
    alu_and,
    alu_not,
    alu_pass,
    alu_sll,
    alu_srl,
    alu_sra
} lc3b_aluop;
typedef struct packed {
	logic [3:0] opcode;
	lc3b_aluop aluop;
    logic load_cc;
	logic load_regfile;
    logic load_mdr;
    logic load_mar;
    logic mem_read;
    logic mem_write;
    logic destmux_sel; 
    logic storemux_sel;
    logic adjmux_sel; 
    logic [2:0] pcmux_sel;
    logic [2:0] alumux_sel;
    logic [2:0] regfilemux_sel;
    logic [1:0] mdrmux_sel;
    logic [1:0] marmux_sel;
	logic if_id_enable;
	logic id_ex_enable;
	logic ex_mem_enable;
	logic mem_wb_enable;
	logic in_branch;
	logic in_byte;
	logic in_indirect;
	logic in_sti;
	logic in_mem;
	logic in_ld;
	logic in_st;
	logic set_r7;
	logic in_lea;
	logic in_add_reg;
} lc3b_control_word;
endpackage : lc3b_types
import lc3b_types::*;
module array4 #(parameter width = 128)
(
    input clk,
    input write,
    input [1:0] index,
    input [width-1:0] datain,
    output logic [width-1:0] dataout
);
logic [width-1:0] data [3:0];
initial
begin
    for (int i = 0; i < $size(data); i++)
    begin
        data[i] = 1'b0;
    end
end
always_ff @(posedge clk)
begin
    if (write == 1)
    begin
        data[index] = datain;
    end
end
assign dataout = data[index];
endmodule : array4
==> design/flow/run.sh <==
#!/bin/bash
# OpenROAD 26Q1-2900-gdf79404cd8, Yosys 0.63+post, stock flow scripts
make -C /OpenROAD-flow-scripts/flow DESIGN_CONFIG=/design/flow/config.mk WORK_HOME=/design/flow/orfs finish
==> design/flow/config.mk <==
export PLATFORM = sky130hd
export DESIGN_NAME = array4
export DESIGN_NICKNAME = array4
export VERILOG_FILES = /design/flow/design.v
export SDC_FILE = /design/flow/constraint.sdc
export NUM_CORES = 4
export LEC_CHECK = 1
export CORE_UTILIZATION = 50
==> design/flow/constraint.sdc <==
current_design array4

set clk_period 19.0
set clk_io_pct 0.2

create_clock -name clk0 -period $clk_period [get_ports {clk}]

set non_clock_inputs [all_inputs -no_clocks]
set_input_delay [expr $clk_period * $clk_io_pct] -clock clk0 $non_clock_inputs
set_output_delay [expr $clk_period * $clk_io_pct] -clock clk0 [all_outputs]
==> Slide: Implementation Results <==
Key Metrics from the Run

Status
  • Status: finished, final reports clean

Global routing
  • Vias in the first global route: 9149
  • Total track usage: 21.3%
  • Antenna violations before repair: 6
  • Total grt overflow: 0
  • Largest net degree at the start of global routing: ~110
  • First-pass GRT wire length: around 53 mm

Clock network
  • Num CTS Buffers: 51
  • Number of H-tree levels: 2
  • Hold buffer count at cts: 0
  • Postcts setup bufs: 0
  • CTS tree: built
  • Post-CTS sizing: 0
  • Total clock sinks: 512
  • Clock-pin transition on the worst setup and hold timing paths: 0.05 ns
  • Clk buf depth: 3
  • Clock root buffer: clkbuf_16

Floorplanning
  • Io pins: 260
  • Die area: 0.0378 mm²
  • Init Core Util: 50.6%
  • Die Ht: 194 µm
  • Die Wd: ~190 µm
  • # rows: 70
  • Core ar.: 0.0365 mm²

Route
  • Detailed Route WL: about 34 mm
  • DR WL/cell: 23.2 µm
  • DRT antenna net count: 0
  • First-pass iteration count of the detailed router: 4
  • DR DRC count: 0
  • Initial DRC count: 344
  • Via density: 5.52
  • Vias: 8148

Place
  • DP Area: 0.0216 mm²
  • HPWL after DPL: 19.8 mm
  • Dpl cells: approximately 1400
  • Final Wtd Congestion: 0.812
  • PortBufs: between 200 and 300

Final layout
  • Multi-input gate area in the final layout: 0.00293 mm²
  • Final instance area: 0.0231 mm²
  • Storage element area: ~0.015 mm²
  • Area delta synth->final: 25.1%
  • Fill cells: 2343
  • Share of post-route cells with drive strength above 1: 21.1%
  • Non-filler instance count after layout: 1475
  • Max FFs per register: 512

Synthesis
  • Synth Seq Share: 83.1%
  • Largest cells by area: edfxtp_1, mux4_2, buf_6, buf_2, clkbuf_1
  • Post-synth top area share: 83.1%
  • # Cells Yosys: 674
  • Unique cell types: 8
  • Post-synthesis cell count: 674
  • Warnings, synthesis: 1
  • Largest area contributor in the synthesized netlist: edfxtp_1
  • Mapped Area: about 0.018 mm²
  • Ys flops: 512
  • Yosys Chip Area: 0.0185 mm²
  • Syn_area_per_cell: between 20 and 30 µm²

Power
  • Max IR drop VDD: ~0.073 mV
  • Pwr Density: roughly 100 mW/mm²
  • Leakage power: 7.37 nW

Final timing
  • Slew @ Worst Pin: 0.777 ns
  • Fin crit share: 55.0%
  • Worst hold slack: 3.85 ns
  • Clock period minus worst slack: 10.45 ns
  • Fmax: roughly 0.096 GHz
  • Final hold viol count: 0
  • Slew Viols, Final: 0
  • Rel. slew slack: between 40% and 50%
  • Setup TNS: 0 ns
  • Final setup fails: 0
  • RSZ-0062 raised after global routing: no

Setup path
  • Critical Path RT: about 15 ns
  • CP Max Fanout: 36
  • Arrival time worst endpoint: 6.65 ns
  • Critical Path Start Type: input port
  • Critical path class: in2out
  • Endpoint class of the critical path: primary output

Flow run
  • MaxCap Viol Count: 0
  • Tool Warnings: 28

Min path
  • Hold Path Class: in2reg
worst max-delay path, stage by stage:
cell and delay [ns]:
clkbuf_8 0.36, buf_4 0.64, buf_4 0.67, mux4_2 0.60, clkdlybuf4s50_1 0.48
logic make-up (layout without fill, tap and decap cells):
| kind of cell | Yosys count | after routing | share of synthesized area [%] |
|---|---|---|---|
| other cells | 0 | 1 | 0 |
| buf+inv | 30 | 362 | 1.12 |
| simple gates | 4 | 4 | 0.169 |
| mux | 128 | 128 | 15.6 |
| flops | 512 | 512 | 83.1 |
cells in the mapped netlist, drive strengths merged:
master,instances
buf,25
and3b,2
and3,1
clkbuf,5
edfxtp,512
mux4,128
nor3b,1
final timing paths:
check,cells past startpoint,slack [ns],endpoint,startpoint
min,1,3.85,data[3][27]$_DFFE_PP_,datain[27]
max,5,8.55,dataout[57],index[0]
cell type report:
class | instances | area share [%]
repair buffers | 272 | 11.7
clock inverters | 24 | 0.724
diodes | 1 | 0.0108
well taps | 468 | 2.53
flip-flops and latches | 512 | 66.4
multi-input cells | 132 | 12.7
clock buffers | 66 | 5.94
per-stage QoR:
stage	utilization (%)	total power, mW	setup WS, ns
after global routing	63.4	2.49	8.31
after detailed placement	59.1	1.51	8.46
after floorplan	-	1.41	4.66
after CTS	63.4	2.44	8.45
after global placement	59.1	1.51	8.52
final	63.4	2.41	8.55
placed cells by master (no fill, tap or decap):
| cell type | instances |
|---|---|
| edfxtp_1 | 512 |
| clkdlybuf4s50_1 | 257 |
| mux4_2 | 128 |
| clkbuf_16 | 53 |
| clkbuf_1 | 13 |
| clkinv_1 | 12 |
| buf_4 | 12 |
| clkinv_2 | 6 |
| and3b_4 | 2 |
| inv_6 | 2 |
| bufinv_16 | 2 |
| clkinvlp_4 | 2 |
| diode_2 | 1 |
| and3_4 | 1 |
| nor3b_2 | 1 |
| clkbuf_8 | 1 |
| buf_6 | 1 |
| buf_12 | 1 |
layer usage:
metal	routed length, µm	GRT usage, %	vias up
met3	4070	11.4	64
met2	16500	30.6	387
li1	-	-	3556
met5	53	0	-
met4	735	3.88	10
met1	12900	34.9	4131
power by group:
group	total, mW	internal (mW)	switching (mW)	leakage, nW
logic	0.172	0.107	0.0648	1.92
registers	1.32	1.30	0.0119	4.70
clock network	0.923	0.534	0.389	0.748
No activity file was given, so power comes from the tool's default toggle rates.
